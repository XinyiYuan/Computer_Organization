==> flow/design.v <==
`timescale 1ns / 1ps
module counter(
    input clk,
    input [31:0] interval,
    input [7:0] state,
    output reg [31:0] counter,
	  output reg [31:0] count_interval
	);
    always @(posedge clk)
		begin
	 		if (state==8'd0) counter<=0;
			else if (state==8'd1)	
				begin			
					if (count_interval==interval) 
						counter<=counter+1;
				end
		end
		always @(posedge clk)
		begin
			if (state==8'd0 || state==8'd2) 
				count_interval<=1;
			else if (state==8'd1)
				begin
					count_interval<=count_interval+1;
					if (count_interval>interval || count_interval==interval) 
						count_interval<=count_interval-interval+1;
				end
		end
endmodule
==> flow/run.sh <==
#!/bin/bash
# OpenROAD 26Q1-2900-gdf79404cd8, Yosys 0.63+post, stock flow scripts
make -C /OpenROAD-flow-scripts/flow DESIGN_CONFIG=/design/flow/config.mk WORK_HOME=/design/flow/orfs finish
==> flow/config.mk <==
export PLATFORM = sky130hd
export DESIGN_NAME = counter
export DESIGN_NICKNAME = counter
export VERILOG_FILES = /design/flow/design.v
export SDC_FILE = /design/flow/constraint.sdc
export NUM_CORES = 4
export LEC_CHECK = 1
export CORE_UTILIZATION = 50
==> flow/constraint.sdc <==
current_design counter

set clk_period 10.1
set clk_io_pct 0.2

create_clock -name clk0 -period $clk_period [get_ports {clk}]

set non_clock_inputs [all_inputs -no_clocks]
set_input_delay [expr $clk_period * $clk_io_pct] -clock clk0 $non_clock_inputs
set_output_delay [expr $clk_period * $clk_io_pct] -clock clk0 [all_outputs]
==> out/metrics.csv <==
stage;metric;value;unit
worst_setup_path;Worst Setup Path Type;in -> reg;
yosys;Post-synth EDFFs;0;
grt;total grt overflow;0;
cts;setup bufs post-CTS;0;
status;status;complete, no violations;
placement;Final Wtd Congestion;1.03;
pwr;power density over the cells;103;nW/um^2
worst_setup_path;Reg2Reg Depth;11;
yosys;Syn Area/Cell;7.44;sq um
cts;Resized cells post-CTS;0;
run;OpenROAD warnings;43;
layout;non-filler cells, final;1115;
sta;Worst slew margin;50.0;%
cts;CTS tree;done;
min_path;worst min path class;reg -> reg;
sta;Final setup viols;0;
pwr;Int Power;0.580;mW
yosys;synth top area cells;dfxtp_1, ha_1, a21oi_1;
pwr;Seq pwr share;33.5;%
worst_setup_path;r2r setup slk;6.46;ns
pwr;leakage;3.15;nW
routing;Diodes inserted;0;
floorplan;FP Rows;40;
grt;Total GRT Usage;30.0;%
sta;Max Fclk;0.190;GHz
routing;wire length per cell;16.5;microns
sta;final max-slew violation count;0;
pwr;Psw;0.225;mW
layout;ratio of cells with drive above 1 in the final layout;4.12;%
sta;Least-Margin Pin Slew;0.743;ns
sta;Hold Violations, Final;0;
yosys;Syn Inst Count;841;
worst_setup_path;FF-to-FF Start;count_interval[8];
yosys;Post-Syn Area;6260;sq um
cts;clock-pin slew on the worst setup and hold paths;0.06;ns
cts;Inserted Clock Buffers;9;
grt;vias in the first global route;6007;
sta;final setup margin;4.83;ns
placement;DP Cell Count;1099;
worst_setup_path;FF-to-FF End;count_interval[30];
run;# Max-Cap Violations;0;
floorplan;die area;13000;sq um
yosys;Commonest flop;dfxtp_1;
yosys;Synth Seq Share;20.5;%
worst_setup_path;crit path from;interval[8];
yosys;distinct lib cells;65;
grt;largest net degree at the start of global routing;35;
layout;most frequent cells in the layout;clkdlybuf4s50_1, inv_1, nor2_1;
layout;Comb gate area;4520;sq um
sta;RSZ-0062 raised after global routing;no;
sta;Layout Skew;0.00784;ns
cts;CTS max path bufs;2;
placement;IO Port Bufs;104;
cts;Root Buffer;clkbuf_16;
grt;initial antenna violation count;0;
placement;DPL Wire Length;14.1;mm
yosys;flops out of synthesis;64;
floorplan;Die Height;114;microns
min_path;Hold Path Depth;2;
placement;Post-Place Setup Slack;4.53;ns
floorplan;FP Core Util;51.7;%
sta;TNS Setup;0;ns
routing;1st-iter DRT viols;421;
worst_setup_path;crit start category;input pin;
floorplan;Die Wd;114;microns
routing;DRC errors left;0;
cts;CTS Hold Bufs;0;
layout;P&R area growth vs syn;25.1;%
floorplan;core area;12100;sq um
layout;Top cell excl fill/tap;clkdlybuf4s50_1;
pwr;Clk pwr share;46.5;%
layout;# fillers;1059;
yosys;yosys stat cell total;841;
floorplan;IO Pins;105;
worst_setup_path;Worst Setup EP;count_interval[30];
worst_setup_path;CP Capture Type;register;
sta;Final period util;52.2;%
yosys;Ys Warns;1;
sta;Tmin final;5.27;ns
grt;first-pass GRT wire length;30.1;mm
routing;Post-DRT Antenna Nets;0;
layout;register area;1280;sq um
routing;DR vias/cell;5.77;
worst_setup_path;Crit Path Max Fanout;4;
yosys;YS chip area;6260;sq um
worst_setup_path;CP arrival;5.50;ns
pwr;Comb pwr share;20.0;%
cts;Clock Sinks;64;
cts;H-tree Lvls;3;
worst_setup_path;Req. time, crit path;10.32;ns
pwr;Net Sw Frac;28.0;%
cts;clk ins delay skew pair;0.34;ns
yosys;ys async rst share;0;%
routing;via count;6439;
yosys;Top-area cell share;20.5;%
routing;total wire length;18.4;mm
yosys;post-synth top area cell;dfxtp_1;
pwr;Max VDD drop;92.9;uV
routing;first drt pass iteration count;5;
-- per-layer routing --
metal,wire length [microns],up-vias,GRT usage [%]
met4,496,0,6.41
met5,0,-,0
met3,1560,40,6.93
met1,8330,2942,44.0
met2,8020,273,46.2
li1,-,3184,-
-- cell type report --
cell class              count  area share (%)
clock buffers               9            2.88
clock inverters             7            1.60
inverters                  94            4.51
multi-input cells         660            57.8
flip-flops and latches     64            16.4
well taps                 168            2.69
repair buffers            113            14.2
-- cell usage after synthesis, drive strengths merged (4+ instances only) --
master and number:
nor2b 12, and2 4, o22ai 4, dfxtp 64, nand2b 17, nand3 27
nor4 12, a2111oi 8, and3 17, xor2 10, nand3b 4, inv 94
or2 4, or3 20, o211ai 8, o31a 5, nor3 25, a211oi 5
mux2i 4, o21ai 51, nor2 79, nor3b 4, fa 16, ha 66
xnor2 33, a31oi 5, a21oi 76, o21bai 5, nand4 23, a21o 12
nand2 63, clkbuf 20
-- how the worst min path moves through the flow --
stage	endpoint	from	slack [ns]
global route	counter[9]	counter[9]	0.53
CTS	counter[7]	counter[7]	0.50
finish	counter[9]	counter[9]	0.50
-- critical path: stages --
cell and delay [ns]:
clkdlybuf4s50_1 0.46, inv_1 0.04, ha_1 0.20, inv_1 0.07, fa_1 0.45, nand2b_1 0.17, o21bai_1 0.17, a311oi_1 0.54
nor4_1 0.17, or4_1 0.51, a21oi_1 0.23, xnor2_1 0.10, a2111oi_0 0.37
-- power by group through the flow --
stage                 Clock [mW]  Sequential (mW)  Combinational, mW
after CTS                  0.379            0.269              0.160
after global routing       0.391            0.271              0.180
final                      0.374            0.270              0.161
-- flip-flops by register name, indices dropped and copies added (netlist names) --
signal / flops
count_interval: 32
counter: 32
-- per-stage QoR --
step	cell area (sq um)	hold WS [ns]	total power [mW]	utilization, %
after floorplan	6260	0.454	0.373	-
after global placement	7480	0.476	0.433	61.7
after detailed placement	7480	0.492	0.433	61.7
after CTS	7830	0.501	0.809	64.6
after global routing	7830	0.529	0.842	64.6
final	7830	0.500	0.805	64.6
-- cell families (layout without fill, tap and decap cells) --
family | after synthesis | count (layout) | synth area share (%)
XOR/XNOR | 43 | 43 | 6.02
AND/OR/NAND/NOR | 322 | 322 | 26.6
buffers and inverters | 117 | 223 | 7.32
multiplexers | 5 | 5 | 0.820
adder cells (fa/ha/maj) | 82 | 82 | 18.3
flip-flops | 64 | 64 | 20.5
AND-OR/OR-AND | 208 | 208 | 20.5
No activity file was given, so power comes from the tool's default toggle rates.
