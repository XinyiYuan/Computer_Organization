## flow/config.mk

```make
export PLATFORM = sky130hd
export DESIGN_NAME = adder
export DESIGN_NICKNAME = adder
export VERILOG_FILES = /design/flow/design.v
export SDC_FILE = /design/flow/constraint.sdc
export NUM_CORES = 4
export LEC_CHECK = 1
export CORE_AREA = 10 10 70 70
export DIE_AREA = 0 0 80 80
```

## flow/constraint.sdc

```tcl
current_design adder

set clk_period 5.1
set clk_io_pct 0.2

create_clock -name clk0 -period $clk_period

set non_clock_inputs [all_inputs -no_clocks]
set_input_delay [expr $clk_period * $clk_io_pct] -clock clk0 $non_clock_inputs
set_output_delay [expr $clk_period * $clk_io_pct] -clock clk0 [all_outputs]
```

## flow/design.v

```verilog
`timescale 1ns / 1ps
module adder(
    input [7:0] operand0,
    input [7:0] operand1,
    output [7:0] result,
    output cout
    );
    assign {cout,result}=operand0+operand1;
endmodule
```

## flow/run.sh

```bash
#!/bin/bash
# OpenROAD 26Q1-2900-gdf79404cd8, Yosys 0.63+post, stock flow scripts
make -C /OpenROAD-flow-scripts/flow DESIGN_CONFIG=/design/flow/config.mk WORK_HOME=/design/flow/orfs finish
```

==> impl_report.txt <==
PHYSICAL IMPLEMENTATION REPORT
----------------------------------------------------
[Run status]
  Run status ........................ finished clean

[Global routing]
  Pin count of the biggest net entering global routing ........................ 7
  Vias in the first global route ........................ 375
  Overall track demand over capacity in global routing ........................ 3.17%
  Total congestion overflow after global routing ........................ 0
  Global-route wire length before repair ........................ 1700 um
  Number of antenna violations at the first check in global routing ........................ 0

[Pwr]
  Tot Pwr ........................ 73.5 uW
  Cell leakage power ........................ between 0.0002 and 0.0003 uW
  Worst VDD drop ........................ 44.7 uV
  Pwr Density ........................ 116 nW/um^2

[Flow run]
  Total of max-cap violations ........................ 0
  Number of logged tool warnings ........................ 32

[Die]
  Die footprint ........................ 6400 um^2
  Die extent in y ........................ 80 um
  Count of pins on the block boundary ........................ 25
  Floorplan row count ........................ 21
  X dimension of the die ........................ 80 um
  Fp util ........................ 9.49%
  Total core area ........................ 3420 um^2

[Logic synthesis]
  Count of warnings emitted by yosys ........................ 0
  Post-synthesis share of cell area spent on full adders, half adders and majority gates ........................ 37.1%
  Largest area contributor in the netlist ........................ ha_1
  Synth Seq Share ........................ 0%
  Mapped Avg Cell Area ........................ slightly below 8 um^2
  Share of synthesized cell area in and-or and or-and compound cells ........................ around 28%
  Post-synth mux share ........................ 3.09%
  Logic family by area ........................ adder cells
  Yosys top cell area share ........................ 30.9%
  Yosys synthesis chip area ........................ 324 um^2
  Top post-synthesis cells by area ........................ ha_1 (31%), a21oi_1 (7.7%), a311o_1 (6.2%)
  Post-Synthesis Cell Area ........................ between 300 and 400 um^2
  Xor/xnor share of the synthesized area ........................ 10.8%
  Cell Type Count ........................ 20
  Number of cells produced by synthesis ........................ 42
  Synth Area in Simple Gates ........................ 17.8%
  Number of cells in Yosys stat ........................ 42

[Worst hold path]
  Startpoint of the lowest-slack hold path ........................ operand1[0]
  Worst min-delay path category ........................ in2out

[Finish]
  Layout cell share with drive strength beyond 1 ........................ 1.49%
  Total area of sequential cells ........................ 0 um^2
  Synthesis-to-layout area growth ........................ 95.0%
  Clock buf count ........................ 0
  Flip-flops ........................ 0
  Final cell area excluding filler cells ........................ 632 um^2

[Worst setup path]
  Endpoint required time on the critical path ........................ 4.08 ns
  Worst EP arrival ........................ 3.13 ns
  Beginning of the critical path ........................ operand0[4]
  Highest net fanout along the worst path ........................ 6
  Type of the setup path with the least slack ........................ in2out
  Crit. End Element ........................ output pin
  Sort of element at the start of the critical path ........................ input pin

[Drt]
  DRC violation count after routing ........................ 0
  Drt initial violations ........................ 25
  WL final ........................ 1100 um
  Wire length per cell after detailed routing ........................ roughly 9.7 um
  Antenna viol nets, final ........................ 0
  Vias ........................ 412
  Detailed-route vias per instance ........................ 3.65
  Ant. Diodes ........................ 0
  Number of iterations in the first detailed-routing pass ........................ 4

[Placed design]
  Post-placement cell area ........................ between 600 and 700 um^2
  Pre-CTS worst setup slack ........................ 0.958 ns
  Number of input and output port buffers inserted ........................ 25
  Placer's final routability congestion estimate ........................ 0.727
  Half-perimeter wire length of the detailed placement result ........................ 1010 um

[STA]
  Total Negative Setup Slacks ........................ 0 ns
  Final setup violation count ........................ 0
  Max-slew violation total from the final report ........................ 0
  Max-slew headroom at the worst pin ........................ 73.3%
  Maximum clock frequency ........................ 241 MHz
  Unrepaired setup endpoints after global routing ........................ no
  Crit path time final ........................ 4.15 ns
  Final Hold Fails ........................ 0
  Final worst setup slack ........................ between 0.9 and 1 ns
  Slew at the pin closest to its max-slew limit ........................ 0.391 ns
  Final worst path period share ........................ 81.4%
  Post-route worst hold slack ........................ 3.06 ns

[Clock tree]
  Setup fix buffers added after clock tree synthesis ........................ 0
  Post-CTS sizing ........................ 0
  CTS hold repair buffers ........................ 0

----------------------------------------------------
## metrics by stage
stage	utilization [%]	std cells
finish	18.5	113
global route	18.5	113
CTS	18.5	113
detailed placement	18.5	113
global placement	18.5	113
floorplan	-	42
## logic make-up (layout without fill, tap and decap cells)
| group | Yosys count | in the layout |
|---|---|---|
| AND-OR/OR-AND | 13 | 13 |
| AND/OR/NAND/NOR | 12 | 12 |
| adder cells (fa/ha/maj) | 9 | 9 |
| XOR/XNOR | 4 | 4 |
| buffers and inverters | 3 | 28 |
| multiplexers | 1 | 1 |
## area by class of cell
type               instances  area [um^2]
repair buffers            25          250
inverters                  3         11.3
fillers                  381         2780
multi-input cells         39          313
well taps                 46         57.6
## Yosys cell counts
library cell and count:
fa_1 1, inv_1 2, xnor2_1 2, a2111oi_0 1, nor2_1 2, o21bai_1 1
mux2i_1 1, nor4_1 1, nand2_1 3, a311o_1 2, nor2b_1 2, xor2_1 2
nor3_1 2, a221oi_1 1, inv_2 1, a21oi_1 5, nand3_1 2, ha_1 8
a21o_1 2, o21ai_0 1
## power by group
group / internal (uW) / switching (uW)
Sequential: 0 / 0
Combinational: 48.0 / 25.5
Clock: 0 / 0
## layer usage
layer,vias to the layer above,part of all wire [%],GRT usage (%)
met3,0,15,1.93
li1,213,-,-
met4,0,0,0
met5,-,0,0
met1,181,48,4.58
met2,18,37,4.09
## worst paths after layout
path,cells past startpoint,end,slack (ns)
worst max-delay path,7,result[7],0.95
worst min-delay path,3,result[0],3.06
## critical path, stage by stage
cell and delay, ns:
clkdlybuf4s50_1 0.41, ha_1 0.37, a21o_1 0.22, a2111oi_0 0.43
mux2i_1 0.12, nand2_1 0.08, clkdlybuf4s50_1 0.48
## layout by cell type, fill, tap and decap left out
cell type	n
inv_1	2
a221oi_1	1
ha_1	8
xor2_1	2
clkdlybuf4s50_1	25
nand3_1	2
o21ai_0	1
inv_2	1
nand2_1	3
a2111oi_0	1
nor4_1	1
nor2b_1	2
a311o_1	2
nor2_1	2
a21o_1	2
a21oi_1	5
nor3_1	2
xnor2_1	2
fa_1	1
o21bai_1	1
mux2i_1	1
Power figures rest on the tool's default switching activity, not on a simulated workload.
